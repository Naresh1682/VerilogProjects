**flow/run.sh**
```bash
#!/bin/bash
# OpenROAD 26Q1-2900-gdf79404cd8, Yosys 0.63+post, stock flow scripts
make -C /OpenROAD-flow-scripts/flow DESIGN_CONFIG=/design/flow/config.mk WORK_HOME=/design/flow/orfs finish
```
**flow/config.mk**
```make
export PLATFORM = sky130hd
export DESIGN_NAME = pwm_w
export DESIGN_NICKNAME = pwm_w
export VERILOG_FILES = /design/flow/design.v
export SDC_FILE = /design/flow/constraint.sdc
export NUM_CORES = 4
export LEC_CHECK = 1
export CORE_AREA = 10 10 70 70
export DIE_AREA = 0 0 80 80
```
**flow/constraint.sdc**
```tcl
current_design pwm_w

set clk_period 2.1
set clk_io_pct 0.2

create_clock -name clk0 -period $clk_period [get_ports {clk}]

set non_clock_inputs [all_inputs -no_clocks]
set_input_delay [expr $clk_period * $clk_io_pct] -clock clk0 $non_clock_inputs
set_output_delay [expr $clk_period * $clk_io_pct] -clock clk0 [all_outputs]
```
**flow/design.v**
```verilog
`timescale 1ns / 1ps
module pwm_w(
    input clk,
    output led
    );
reg [7:0] counter=0;
always@(posedge clk)
begin
	 if(counter<100)
	   counter=counter+1;
	 else
	    counter=0;
end
assign led=(counter<20)?1:0;
endmodule
```
==> GITHUB_STEP_SUMMARY <==
## Synthesis and layout report

| Metric | Value |
|---|---|
| Max reg flops | `8` |
| Fillcell total | `398` |
| Clock sink total | `8` |
| WP data required | `1.68 ns` |
| DR vias | `229` |
| FP Util | `under 10%` |
| Total Power | `290 uW` |
| Max Cap Viol | `0` |
| Die W | `80 um` |
| Yosys chip area | `just over 300 um2` |
| Flop-to-flop setup slack | `0.99 ns` |
| Synth Seq Share | `52.2%` |
| Leakage | `0.144 nW` |
| Chip area | `0.00640 mm2` |
| P&R area growth vs syn | `31.4%` |
| Status | `complete, no violations` |
| Worst endpoint data arrival time | `1.47 ns` |
| Die Height | `80 um` |
| GRT Total Usage | `1.83%` |
| Clock latency (worst-skew pair) | `0.25 ns` |
| Largest stage delay on the critical path | `roughly 0.5 ns` |
| I/O pin count | `2` |
| WL final | `513 um` |
| Crit path cell chain | `o21ai_0 > nor4b_2 > clkdlybuf4s50_1` |
| CTS tree | `built` |
| Slowest-stage cell, CP | `clkdlybuf4s50_1` |
| Yosys cell types | `18` |
| Synth Warn # | `1` |
| Core footprint | `0.00342 mm2` |
| HPWL after DPL | `369 um` |
| Final hold violations | `0` |
| Max clock buf depth | `2` |
| Max VDD drop | `0.514 mV` |
| Number of H-tree levels | `1` |
| Clock Skews | `0.00626 ns` |
| Startpoint types | `flip-flop` |
| Per-cell routed wire length | `6.26 um` |
| CP Buf/Inv Count | `1` |
| Unrepaired setup endpoints after global routing | `false` |
| Placed Area | `374 um2` |
| Drt first-iter violations | `13` |
| # resized after CTS | `0` |
| Crit Path Class | `reg -> out` |
| Drt pass-1 iters | `4` |
| CP top delay family | `buffers and inverters` |
| Tool warnings | `25` |
| Final worst path period need | `1.89 ns` |
| HP Class | `reg -> reg` |
| Post-Syn Area | `between 300 and 400 um2` |
| Period utilization | `90.1%` |
| Slew Limit Fails | `0` |
| Initial antenna violation count | `0` |
| Setup_tns | `0 ns` |
| Syn Inst Count | `32` |
| Max Freq | `~530 MHz` |
| Cts hold-fix bufs | `0` |
| Antenna diode count | `0` |
| Antenna viol nets, final | `0` |
| Average size of a mapped cell | `9.58 um2` |
| Share of layout cells above drive strength 1 | `16.7%` |
| Via/cell ratio | `2.79` |
| Yosys stat cell total | `32` |
| Final Cell Area | `403 um2` |
| Row count | `21` |
| Total congestion overflow | `0` |
| Final Setup Violations | `0` |
| Vias in the first global route | `225` |
| First-pass GRT wire length | `979 um` |
| Synth flops | `8` |
| CTS Root Cell | `clkbuf_4` |
| Post-CTS Setup Repair Bufs | `0` |
| DRC Markers | `0` |
| PwrDens | `721 mW/mm2` |
| Clock transition at the registers of the reported paths | `0.05 ns` |
| Critical Path Sink Type | `output port` |
| Critical path peak fanout | `6` |
| I/O Buffers | `1` |
| Largest net degree at the start of global routing | `8` |
| CTS Buf Count | `3` |
| Routability Congestion | `0.745` |
-- cells by family after synthesis --
family | after synthesis | synth area share, %
simple gates | 13 | 22.9
flops | 8 | 52.2
compound gates | 5 | 9.80
xor+xnor | 3 | 8.57
buf+inv | 1 | 1.22
fa+ha+maj | 1 | 4.08
other cells | 1 | 1.22
-- cells in the mapped netlist, drive strengths merged --
cell type	count	share of area, %
dfxtp	8	52
nor2	6	7.3
nand3	2	4.9
o21ai	2	3.3
xor2	2	5.7
a21oi	1	1.6
a31oi	1	2.0
and3	1	2.4
conb	1	1.2
ha	1	4.1
inv	1	1.2
nand2	1	1.2
nand2b	1	2.0
nor4b	1	2.9
o311ai	1	2.9
or3	1	2.0
xnor2	1	2.9
-- per-layer routing --
layer  GRT usage, %  vias to the layer above  routed length, um
met4          0.528                        0                 19
met3           1.25                        2                 64
li1               -                      118                  -
met1           2.34                       96                223
met2           2.41                       13                206
met5              0                        -                  0
-- path summary, 6_finish.rpt --
check / from / endpoint / depth (start not counted)
setup / recovery: counter[2] / led / 3
hold / removal: counter[0] / counter[0] / 1
setup reg to reg: counter[0] / counter[6] / 4
hold reg to reg: counter[0] / counter[0] / 1
-- layout make-up --
class                      count  area (um2)  share of cell area, %
clock buffer                   3        22.5                   5.59
inverter                       1        3.75                  0.932
multi-input combinational     23         149                   37.0
sequential                     8         160                   39.8
tap                           46        57.6                   14.3
timing repair buffer           1        10.0                   2.48
-- worst reg2reg max path, cell delays in order (launching register included) --
cell and delay, ns:
dfxtp_1 0.33, ha_1 0.24, and3_2 0.22, a31oi_1 0.15, nor2_1 0.06
-- cells in the final DEF (no fill, tap or decap), drive strengths merged, types with 2 or more instances in the layout --
cell and count:
xor2 2, nor2 6, o21ai 2, dfxtp 8
clkbuf 3, nand3 2
-- metrics by stage --
stage	instances	hold slack (ns)	utilization [%]	worst slack (ns)
6_report	82	0.470	11.8	0.207
5_1_grt	82	0.511	11.8	0.123
4_1_cts	82	0.484	11.6	0.111
3_5_place_dp	79	0.452	11.0	0.381
3_3_place_gp	79	0.441	11.0	0.433
2_1_floorplan	32	0.429	-	1.05
-- report_power, final --
group / switching [mW] / internal (mW) / total [mW]
clock: 0.0478 / 0.0651 / 0.113
combinational: 0.00645 / 0.00721 / 0.0137
sequential: 0.00574 / 0.158 / 0.164
Power is estimated from default activity; no workload was simulated.
