**./constraint.sdc**
```tcl
current_design Hex_keyboard

set clk_period 2.7
set clk_io_pct 0.2

create_clock -name clk0 -period $clk_period [get_ports {clk}]

set non_clock_inputs [all_inputs -no_clocks]
set_input_delay [expr $clk_period * $clk_io_pct] -clock clk0 $non_clock_inputs
set_output_delay [expr $clk_period * $clk_io_pct] -clock clk0 [all_outputs]
```
**./config.mk**
```make
export PLATFORM = sky130hd
export DESIGN_NAME = Hex_keyboard
export DESIGN_NICKNAME = Hex_keyboard
export VERILOG_FILES = /design/flow/design.v
export SDC_FILE = /design/flow/constraint.sdc
export NUM_CORES = 4
export LEC_CHECK = 1
export CORE_AREA = 10 10 70 70
export DIE_AREA = 0 0 80 80
```
**./run.sh**
```bash
#!/bin/bash
# OpenROAD 26Q1-2900-gdf79404cd8, Yosys 0.63+post, stock flow scripts
make -C /OpenROAD-flow-scripts/flow DESIGN_CONFIG=/design/flow/config.mk WORK_HOME=/design/flow/orfs finish
```
**./design.v**
```verilog
`timescale 1ns / 1ps
module Hex_keyboard(
    input [3:0]row,
	 input s_row,
    input clk,
    input rst,
    output valid,
    output reg[3:0]code,
    output reg[3:0]col
    );
	 reg[5:0]state,next_state;
	 parameter s0 =6'b000001;
	 parameter s1 =6'b000010;
	 parameter s2 =6'b000100;
	 parameter s3 =6'b001000;
	 parameter s4 =6'b010000;
	 parameter s5 =6'b100000;
	 assign valid = (state == s1||state==s2||state==s3||state==s4)&&row;
	 always@(row or col)
	 case({row,col})
	        8'b0001_0001:code =0;
		8'b0001_0010:code =1;
		8'b0001_0011:code =2;
		8'b0001_1000:code =3;
		8'b0010_0001:code =4;
		8'b0010_0010:code =5;
		8'b0010_0011:code =6;
                8'b0010_0100:code =7;
		8'b0011_0001:code =8;
		8'b0011_0010:code =9;
		8'b0011_0011:code =10; 
		8'b0011_0100:code =11; 
		8'b0100_0001:code =12; 
		8'b0100_0010:code =13; 
		8'b0100_0011:code =14; 
		8'b0100_0100:code =15; 
		default:code=0;
	endcase
	always@(posedge clk or posedge rst)
	if(rst)state<=s0;
	else state<= next_state;
	always@(state or s_row or row)
	begin
	next_state = state;
	col=0;
	case(state)
	  s0:begin 
	     col=15;
		  if(s_row)
		   next_state=s1;
		  end
	  s1:begin
	     col=1;
		  if(row)
		    next_state=s5;
		  else
			 next_state=s2;
		  end
	  s2:begin
	     col=2;
		  if(row)
		    next_state=s5;
		  else
		    next_state=s3;
		  end
	  s3:begin
	     col=4;
		  if(row)
		    next_state=s5;
		  else
		    next_state=s4;
		  end
	  s4:begin
	     col=8;
		  if(row)
		    next_state=s5;
		  else
		    next_state=s0;
		  end
	  s5:begin
	     col=15;
		  if(row==0)
		   next_state=s0;
		  end
	endcase
end	
endmodule
```
==> metrics.cfg <==
[cells_and_area]
drive_gt1_share_pct = 33.8
reg_top3 = state (6)
largest-register = state
postLayoutCoreUtil_pct = 22.7
largest_register_ffs = 6
final_cell_count_no_fill = 123
synthToLayoutAreaGrowth_pct = 59.6

[clocking]
cts.sinks = 6
cts_root_buf = clkbuf_4
cts_buffer_depth = 2
numCtsBuffers = 3
cts_tree = done
cts_hold_buf = 0
clk_latency_ps = 250
h-tree-depth = 1
clk_pin_slew_ps = 50

[pwr]
seq_power_share_pct = 37.4
finalPower_uw = 288
pwr-share-clk_pct = 31.4
switchingPower_uw = 78.2
power.internal_uw = 210
power_density_nw_per_um2 = 371
ir_drop_mv = 0.157
p_leak_uw = 0.000321
p_sw_share_pct = 27.1
power_frac_comb_pct = 31.2

[worst_setup_path]
crit_family = buffers and inverters
crit_required_ps = 2160
worstPathArrival_ps = 1950
crit_buf_inv = 2
max_stage_delay_ps = 510
cp_slowest_cell = clkdlybuf4s50_1
worst-setup-path-type = in2out
path_max_fanout = 3
path_cells = dlygate4sd2_1 > nor4_2 > nand3_1 > o311ai_2 > clkdlybuf4s50_1
startpoint_type = input pin
end_kind = primary output

[min_path]
hold_class = in2async

[floorplan]
num_rows = 21
fp_util_pct = 14.2
die_h_um = 80
fp.dieW_um = 80
pin_count = 16
coreArea_um2 = 3420
dieArea_um2 = 6400

[synth]
netlist_instances = 51
synth-seq-cells = 6
ff_type = dfrtp_1
yosysWarningCount = 1
topCellsByArea = dfrtp_1, dfstp_2, and2b_2, and2_1, nor4_4
ys_seq_share_pct = 31.1
yosys.area.top_type_share_pct = 25.7
synth-edff-count = 0
most_common_cell = dfrtp_1
largest_area_cell = dfrtp_1
netlist_area_um2 = 487
synth_cell_types = 29
synthArstFlopShare_pct = 100
ys_cells = 51
yosys_area_um2 = 487
avgSynthCellArea_um2 = 9.54
synth.cells.most_frequent = dfrtp_1, and2_1, inv_1, nor2_1

[global_route]
grt_pass1_vias = 507
antenna_found_initial = 0
grt_pass1_wl_um = 2240
grt_max_degree = 11
grt_overflow = 0
grt_usage_pct = 4.14

[timing]
fin_crit_ps = 2490
rsz0062_at_grt = no
max_slew.worst_pin.slew_ps = 308
timing_hold_violations_final = 0
tns_ps = 0
relSlewSlack_pct = 79.5
fin_crit_sh_pct = 92.4
fmax_mhz = 401
timing.hold.ws_ps = 508
drv_slew = 0
setup_viol = 0
finalClockSkew_ps = 11.1

[route]
drt_pre_antenna_iters = 3
wl_um = 1310
drc = 0
routed_via_density = 3.84
ant_nets = 0
avgRoutedWirePerCell_um = 10.7
via_count = 472
drtIter0Drc = 27
antennaDiodeCount = 0

[run_status]
status = finished, final reports clean

[placed_design]
port_buffers = 15
place_inst = 119
finalWeightedCongestion = 0.771
dp_hpwl_um = 1070

[flow_run]
tool_warnings = 25
maxCapViolCount = 0

through the flow:
step,cell area [um2],worst slack [ps]
after global placement,743,-35.4
after detailed placement,743,-58.3
after CTS,769,8.56
after floorplan,487,1020
after global routing,777,54.4
final,777,206
power by group through the flow:
| stage | clock network (uW) | registers [uW] | logic, uW |
|---|---|---|---|
| finish | 90.5 | 108 | 90.1 |
| global route | 97.2 | 110 | 101 |
| CTS | 93.7 | 107 | 92.1 |
placed cells by master (no fill, tap or decap), drive strengths merged, types with 3 or more instances in the layout:
master / count
clkdlybuf4s50: 11
buf: 8
dfrtp: 5
inv: 4
nor2: 4
and2: 4
clkbuf: 4
or3: 4
and2b: 3
dlygate4sd2: 3
o21ai: 3
nor3: 3
cell type report:
cell class	count	area [um2]
Fill cell	371	2640
Multi-Input combinational cell	40	318
Timing Repair Buffer	23	209
Sequential cell	6	151
Tap cell	46	57.6
Clock buffer	4	26.3
Inverter	4	15.0
cells by family after synthesis:
kind of cell	after synthesis	share of synthesized area (%)
buf+inv	5	5.40
flops	6	31.1
xor+xnor	1	1.80
simple gates	28	42.9
compound gates	11	18.8
worst paths after layout:
check | slack [ps] | start | depth (start not counted) | end
setup / recovery | 210 | row[3] | 5 | code[1]
hold / removal | 510 | rst | 2 | state[4]$_DFF_PP0_
setup reg to reg | 1370 | state[4]$_DFF_PP0_ | 3 | state[1]$_DFF_PP0_
hold reg to reg | 540 | state[0]$_DFF_PP1_ | 2 | state[0]$_DFF_PP1_
max in group asynchronous | 1930 | rst | 2 | state[0]$_DFF_PP1_
min in group clk0 | 540 | state[0]$_DFF_PP1_ | 2 | state[0]$_DFF_PP1_
repair_timing:
| action | 4_1_cts | 5_1_grt |
|---|---|---|
| buffers inserted | 0 | 0 |
| hold endpoints to repair | 0 | 0 |
| setup endpoints to repair | 2 | 4 |
| pin swaps | 2 | 1 |
| gates resized | 4 | 2 |
routing by layer:
metal	GRT usage, %	wire, um
met5	0	0
met3	1.48	72
met4	1.41	34
met1	4.78	576
met2	6.90	630
Power and IR drop assume default switching activity.
