===== flow/design.v =====
`timescale 1ns / 1ps
module pwm_moreled(
    input clk,
    output [4:0]led
    );
reg [0:7] counter=0;
always@(posedge clk)
begin
	 if(counter<120)
	   counter=counter+1;
	 else
	    counter=0;
end
assign led[0]=(counter<20)?1:0;
assign led[1]=(counter<40)?1:0;
assign led[2]=(counter<60)?1:0;
assign led[3]=(counter<80)?1:0;
assign led[4]=(counter<100)?1:0;
endmodule

===== flow/run.sh =====
#!/bin/bash
# OpenROAD 26Q1-2900-gdf79404cd8, Yosys 0.63+post, stock flow scripts
make -C /OpenROAD-flow-scripts/flow DESIGN_CONFIG=/design/flow/config.mk WORK_HOME=/design/flow/orfs finish

===== flow/config.mk =====
export PLATFORM = sky130hd
export DESIGN_NAME = pwm_moreled
export DESIGN_NICKNAME = pwm_moreled
export VERILOG_FILES = /design/flow/design.v
export SDC_FILE = /design/flow/constraint.sdc
export NUM_CORES = 4
export LEC_CHECK = 1
export CORE_AREA = 10 10 70 70
export DIE_AREA = 0 0 80 80

===== flow/constraint.sdc =====
current_design pwm_moreled

set clk_period 2.0
set clk_io_pct 0.2

create_clock -name clk0 -period $clk_period [get_ports {clk}]

set non_clock_inputs [all_inputs -no_clocks]
set_input_delay [expr $clk_period * $clk_io_pct] -clock clk0 $non_clock_inputs
set_output_delay [expr $clk_period * $clk_io_pct] -clock clk0 [all_outputs]

==> metrics.cfg <==
[clocking]
clk_latency_ns = 0.25
htreeDepth = 1
clk_path_buf_depth = 2
clkTransAtPathRegs_ns = 0.05
hold_buffers = 0
cts_tree = yes
clockRootBuffer = clkbuf_4
cts_setup_buffers = 0
cts_buffers = 3
clock-sinks = 8

[routing]
wl_um = 652
drc_errors = 0
dr.first_iter.drc_count = 1
via_per_inst = 3.03
route.vias.total = 282
diodes = 0
antenna_left = 0
wl_per_cell_um = 7.01
first_pass_iters = 4

[logic_synthesis]
syn_inst = 41
ys_cells = 41
ys_seq_share = 0.454
avgSynthCellArea_um2 = 8.61
mappedNetlistArea_um2 = 353
yosys.cell_types.count = 19
ys_area_um2 = 353
ys_ff = 8
synth_warnings = 1

[finish]
largest_reg_flops = 8
area.growth.synth_to_final_pct = 36.9
drive_gt1_frac = 0.128
layout_top_cell = nor2_1
instances_no_fill = 93
most-common-layout-cells = nor2_1, dfxtp_1, clkdlybuf4s50_1, nand3_1, clkbuf_4

[power_and_ir_drop]
p_sw_w = 0.0000679
switching_share = 0.214
power_frac_comb = 0.080
power.total_w = 0.000317
leakagePower_nw = 0.173
ir_drop_mv = 0.321
power.internal_w = 0.000249
power.density_nw_per_um2 = 656
p_clk_frac = 0.376
seqPwrFrac = 0.544

[status]
outcome = complete, no violations

[worst_setup_path]
start_kind = register
critical_path_arrival_ns = 1.47
critPathRequiredTime_ns = 1.60
regToRegEndpoint = counter[2]$_SDFF_PP0_
rr_worst_depth = 3
crit_path_max_fanout = 7
ff2ff_setup_slack_ns = 0.93
critical_path_class = reg -> out
end_kind = output pin
worstReg2RegStart = counter[5]$_SDFF_PP0_

[sta]
rsz0062_at_grt = no
setup_tns_ns = 0
fin_crit_sh = 0.935
max_freq_mhz = 535
slew_violations = 0
finalHoldViolations = 0
skew_ns = 0.00207
setup_viol = 0
finalCriticalPeriod_ns = 1.87

[place]
dpl.hpwl_um = 475
io_buffers = 5
place.gp.congestion = 0.722
numPlacedInstances = 90

[floorplan]
dieArea_um2 = 6400
fp-utilization = 0.103
rows = 21
die_h_um = 80
die_w_um = 80
pin_count = 6
coreArea_um2 = 3420

[grt]
gr-total-overflow = 0
grt_usage = 0.0216
grt_pass1_vias = 242
grt_pass1_wl_um = 1170
grt_max_degree = 9
antenna_found_initial = 0

[hold_path]
holdPathStages = 1
min_from = counter[7]$_SDFF_PP0_
min_to = counter[7]$_SDFF_PP0_
hold_path.class = reg -> reg

[flow_run]
maxCapViolations = 0
warning_count = 25

[power groups by stage]
stage         sequential, W  clock, W  combinational (W)
global route       0.000174  0.000136          0.0000285
finish             0.000172  0.000119          0.0000253
CTS                0.000172  0.000127          0.0000255
[worst max-delay path by stage]
stage / slack, ns / end / start / cells after the start
after global routing: 0.008 / led[2] / counter[5]$_SDFF_PP0_ / 3
final: 0.13 / led[2] / counter[5]$_SDFF_PP0_ / 3
after CTS: 0.06 / led[0] / counter[5]$_SDFF_PP0_ / 3
[logic make-up after synthesis]
logic type               after synthesis  share of synthesized area
AND/OR/NAND/NOR                       17                      0.241
AND-OR/OR-AND                          8                      0.145
flip-flops                             8                      0.454
XOR/XNOR                               3                     0.0745
buffers and inverters                  3                     0.0390
adder cells (fa/ha/maj)                1                     0.0355
other                                  1                     0.0106
[area by class of cell]
cell class                      instances  area, um^2
Clock buffer                            3        22.5
Inverter                                1        3.75
Fill cell                             399        2930
Sequential cell                         8         165
Tap cell                               46        57.6
Multi-Input combinational cell         30         185
Timing Repair Buffer                    5        48.8
[cell usage after synthesis]
| cell type | instances | area share |
|---|---|---|
| o21ai_0 | 2 | 0.028 |
| dfxtp_1 | 8 | 0.45 |
| a31oi_1 | 1 | 0.018 |
| xor2_1 | 2 | 0.050 |
| or3_1 | 2 | 0.035 |
| ha_1 | 1 | 0.035 |
| nand2_1 | 1 | 0.011 |
| nor4b_1 | 1 | 0.025 |
| nor3_1 | 2 | 0.028 |
| inv_1 | 1 | 0.011 |
| nand3_1 | 3 | 0.043 |
| and4_1 | 1 | 0.025 |
| a41o_1 | 1 | 0.028 |
| o21a_1 | 2 | 0.043 |
| buf_2 | 2 | 0.028 |
| conb_1 | 1 | 0.011 |
| a21oi_1 | 2 | 0.028 |
| nor2_1 | 7 | 0.074 |
| xnor2_1 | 1 | 0.025 |
[worst max-delay path, cell delays in order, from the launching register on]
cell             delay (ns)
dfxtp_1                0.37
and4_1                 0.24
nor3_1                 0.12
clkdlybuf4s50_1        0.50
[metrics by stage]
stage           util  cell area, um^2  hold slack [ns]  worst slack (ns)
2_1_floorplan      -              353            0.430             0.712
3_3_place_gp   0.132              450            0.452             0.225
4_1_cts        0.140              477            0.477            0.0616
6_report       0.141              483            0.471             0.130
3_5_place_dp   0.132              450            0.465             0.202
5_1_grt        0.141              483            0.500           0.00793
[layer usage]
layer,GRT usage,part of all wire,up-vias
li1,-,-,155
met1,0.0282,0.50,124
met2,0.0305,0.44,1
met3,0.00909,0.031,2
met4,0.00880,0.021,0
met5,0,0,-
[timing repair]
| item | 4_1_cts | 5_1_grt |
|---|---|---|
| endpoints found under the hold margin | 0 | 0 |
| resized | 4 | 2 |
| pin swaps | 1 | 0 |
| setup endpoints to repair | 1 | 1 |
